## config.mk

```make
export PLATFORM = sky130hd
export DESIGN_NAME = move
export DESIGN_NICKNAME = move
export VERILOG_FILES = /design/flow/design.v
export SDC_FILE = /design/flow/constraint.sdc
export NUM_CORES = 4
export LEC_CHECK = 1
export CORE_UTILIZATION = 30
```

## constraint.sdc

```tcl
current_design move

set clk_period 7.6
set clk_io_pct 0.2

create_clock -name clk0 -period $clk_period [get_ports {clk}]

set non_clock_inputs [all_inputs -no_clocks]
set_input_delay [expr $clk_period * $clk_io_pct] -clock clk0 $non_clock_inputs
set_output_delay [expr $clk_period * $clk_io_pct] -clock clk0 [all_outputs]
```

## run.sh

```bash
#!/bin/bash
# OpenROAD 26Q1-2900-gdf79404cd8, Yosys 0.63+post, stock flow scripts
make -C /OpenROAD-flow-scripts/flow DESIGN_CONFIG=/design/flow/config.mk WORK_HOME=/design/flow/orfs finish
```

## design.v

```verilog
`timescale 1ns / 1ps
module move (input clk, reset,input rx, output tx, output reg [5:0] dir, output background, barrier_control);
reg [2:0] d, d_next;
localparam [2:0] D_INIT = 0, D_GET = 1;
localparam [1:0] S_UART_IDLE = 0, S_UART_WAIT = 1, S_UART_SEND = 2, S_UART_INCR = 3;
localparam INIT_DELAY = 100_000;  
wire print_enable, print_done;
reg [1:0] Q, Q_next;
reg [$clog2(INIT_DELAY):0] init_counter;
wire transmit;
wire received;
wire [7:0] rx_byte;
reg  [7:0] rx_temp;   
wire [7:0] tx_byte;
wire [7:0] echo_key;  
wire is_num_key;
wire is_receiving;
wire is_transmitting;
wire recv_error;
uart uart(
  .clk(clk),
  .rst(reset),
  .rx(rx),
  .tx(tx),
  .transmit(transmit),
  .tx_byte(tx_byte),
  .received(received),
  .rx_byte(rx_byte),
  .is_receiving(is_receiving),
  .is_transmitting(is_transmitting),
  .recv_error(recv_error)
);
always @(posedge clk)
    if (reset)
        d <= D_INIT;
    else if (d == D_INIT && init_counter < INIT_DELAY)
        d <= D_INIT;
    else
        d <= D_GET;
always @(posedge clk)
    if (reset)
        dir <= 7;
    else if(received)
        case (rx_byte)
            "w": dir <= 0;
            "s": dir <= 1;
            "a": dir <= 2;
            "d": dir <= 3;
            default: dir <= dir;
        endcase
assign background = (received && (rx_byte == "b"));
assign barrier_control = (received && (rx_byte == "k"));
assign transmit = 0;
assign tx_byte = 0;
always @(posedge clk) begin
    if (d == D_INIT) init_counter <= init_counter + 1;
      else init_counter <= 0;
    end
always @(posedge clk) begin
  rx_temp <= (received)? rx_byte : 8'h0;
end
assign print_enable = 0;
endmodule
`timescale 1ns / 1ps
module uart(
    input clk,  
    input rst,  
    input rx,   
    output tx,  
    input transmit,          
    input [7:0] tx_byte,     
    output received,         
    output [7:0] rx_byte,    
    output is_receiving,     
    output is_transmitting,  
    output recv_error        
    );
parameter CLOCK_DIVIDE = 651;  
parameter RX_IDLE = 0;
parameter RX_CHECK_START = 1;
parameter RX_READ_BITS = 2;
parameter RX_CHECK_STOP = 3;
parameter RX_DELAY_RESTART = 4;
parameter RX_ERROR = 5;
parameter RX_RECEIVED = 6;
parameter TX_IDLE = 0;
parameter TX_SENDING = 1;
parameter TX_DELAY_RESTART = 2;
reg [10:0] rx_clk_divider = CLOCK_DIVIDE;
reg [10:0] tx_clk_divider = CLOCK_DIVIDE;
reg       rx_ff;
reg [2:0] recv_state = RX_IDLE;
reg [5:0] rx_countdown;
reg [3:0] rx_bits_remaining;
reg [7:0] rx_data;
reg tx_out = 1;
reg [1:0] tx_state = TX_IDLE;
reg [5:0] tx_countdown;
reg [3:0] tx_bits_remaining;
reg [7:0] tx_data;
assign received = (recv_state == RX_RECEIVED);
assign recv_error = (recv_state == RX_ERROR);
assign is_receiving = (recv_state != RX_IDLE);
assign rx_byte = rx_data;
assign tx = tx_out;
assign is_transmitting = tx_state != TX_IDLE;
always @(posedge clk) begin
  if (rst) begin
    recv_state = RX_IDLE;
    tx_state = TX_IDLE;
  end
  else begin
    rx_ff <= rx;
  end
  rx_clk_divider = rx_clk_divider - 1;
  if (!rx_clk_divider) begin
    rx_clk_divider = CLOCK_DIVIDE;
    rx_countdown = rx_countdown - 1;
  end
  tx_clk_divider = tx_clk_divider - 1;
  if (!tx_clk_divider) begin
    tx_clk_divider = CLOCK_DIVIDE;
    tx_countdown = tx_countdown - 1;
  end
  case (recv_state)
    RX_IDLE: begin
      if (!rx_ff) begin
        rx_clk_divider = CLOCK_DIVIDE;
        rx_countdown = 8;
        recv_state = RX_CHECK_START;
      end
    end
    RX_CHECK_START: begin
      if (!rx_countdown) begin
        if (!rx_ff) begin
          rx_countdown = 16;
          rx_bits_remaining = 8;
          recv_state = RX_READ_BITS;
        end else begin
          recv_state = RX_ERROR;
        end
      end
    end
    RX_READ_BITS: begin
      if (!rx_countdown) begin
        rx_data = {rx_ff, rx_data[7:1]};
        rx_countdown = 16;
        rx_bits_remaining = rx_bits_remaining - 1;
        recv_state = rx_bits_remaining ? RX_READ_BITS : RX_CHECK_STOP;
      end
    end
    RX_CHECK_STOP: begin
      if (!rx_countdown) begin
        recv_state = rx_ff ? RX_RECEIVED : RX_ERROR;
      end
    end
    RX_DELAY_RESTART: begin
      recv_state = rx_countdown ? RX_DELAY_RESTART : RX_IDLE;
    end
    RX_ERROR: begin
      rx_countdown = 32;
      recv_state = RX_DELAY_RESTART;
    end
    RX_RECEIVED: begin
      recv_state = RX_IDLE;
    end
    default: recv_state = RX_IDLE;
  endcase
  case (tx_state)
    TX_IDLE: begin
      if (transmit) begin
        tx_data = tx_byte;
        tx_clk_divider = CLOCK_DIVIDE;
        tx_countdown = 16;
        tx_out = 0;
        tx_bits_remaining = 8;
        tx_state = TX_SENDING;
      end
    end
    TX_SENDING: begin
      if (!tx_countdown) begin
        if (tx_bits_remaining) begin
          tx_bits_remaining = tx_bits_remaining - 1;
          tx_out = tx_data[0];
          tx_data = {1'b0, tx_data[7:1]};
          tx_countdown = 16;
          tx_state = TX_SENDING;
        end else begin
          tx_out = 1;
          tx_countdown = 32;
          tx_state = TX_DELAY_RESTART;
        end
      end
    end
    TX_DELAY_RESTART: begin
      tx_state = tx_countdown ? TX_DELAY_RESTART : TX_IDLE;
    end
    default: tx_state = TX_IDLE;
  endcase
end
endmodule
```

==> results.txt <==
yosys + openroad results -> Dominant Register Cell=dfxtp_1, die span in x=just over 100 um, total tool warning count=28, Clock Skew=around 0.0080 ns, Fmax=approximately 280 MHz, minimum clock period=3.59 ns, routed len/inst=10.6 um, Synth cell types=60, Max Root-Sink Buffers=2, ys cells=around 320, drt first pass iters=6, Buf/Inv on CP=1, Post-synth seq share=0.452, post-DP HPWL=around 3400 um, total gr overflow=0, Hold Crit Class=reg -> reg, Post-Syn Instances=319, cycle use final=0.473, Yosys warning total=2, ys async rst share=0, cell taking the most area after synthesis=dfxtp_1, CP max FO=11, crit path DAT=2.07 ns, peak per-stage delay on the critical path=0.51 ns, measured slew at the worst slew-check pin=0.606 ns, Yosys reg bits=60, Root Driver=clkbuf_8, unrepaired setup endpoints after global routing=no, Port Buf Inserts=8, wirelength, routed=4950 um, fp_density=0.311, Relative slew margins=0.595, antenna cell count=0, CP Launch Type=flop, CTS-repair resized insts=0, Mean Syn Cell Area=approximately 9.6 um^2, CORE AREA=9820 um^2, DR iter-0 viols=approximately 81, Post-route DRC=0, Latency at later pin=0.34 ns, biggest area cells=dfxtp_1 28%, edfxtp_1 18%, xnor2_1 6.6%, nor2_1 4.4%, ha_1 3.7%, clock net sink count=approximately 60, Top cell area share=0.275, Critical Path End Type=output pin, Antenna Nets Post-Route=0, layout cells sized above 1=0.0931, die area=about 11,000 um^2, I/O pin cnt=12, Rows=36, Setup WS post-layout=4.01 ns, critical path's slowest cell=dfxtp_1, largest net degree at the start of global routing=16, cts hold-fix bufs=0, status=finished, final reports clean, vias after detailed routing=2,149, pwr/cell area=203 nW/um^2, Top delay family on crit path=simple AND/OR/NAND/NOR gates, vias in the first global route=roughly 1.9k, max_cap viols=0, Post-synth EDFFs=18, maximum VDD drop=slightly above 70 uV, critical path cell sequence=nor2b_1 > nand2_1 > nor2_1 > nand3_1 > nor3_1 > clkdlybuf4s50_1, final hold violation count=0, Yosys Chip Area=3060 um^2, Crit path required time=6.08 ns, initial antenna violation count=0, final setup vio count=0, die height=approximately 100 um, mapped cell area=just over 3000 um^2, pre-CTS WS=4.11 ns, Worst-path clk slew=roughly 0.070 ns, CTS tree=built, H-tree depth=3, Post-CTS Setup Bufs=0, CTS buffer count=9, setup TNS=0 ns, gp weighted congestion=0.815, drt via density=4.61, GRT Overall Usage=0.102, P_leak=1.23 nW, Area growth, synth to finish=12.1%, Setup CP Type=reg -> out, Slew Limit Fails=0, first-pass GRT wire length=8450 um
cell usage after synthesis (2+ instances only):
master / number
a211o_1: 3
a211oi_1: 2
a21oi_1: 7
a22oi_1: 4
a2bb2oi_1: 2
a31o_2: 2
and2_1: 3
and3_1: 2
buf_4: 3
buf_6: 3
clkbuf_1: 5
dfxtp_1: 42
edfxtp_1: 18
ha_1: 9
inv_1: 19
nand2_1: 26
nand2b_1: 2
nand3_1: 8
nand3b_1: 2
nand4_1: 4
nor2_1: 36
nor2b_1: 5
nor3_1: 15
nor3_2: 2
nor3b_1: 3
nor4_1: 10
nor4b_1: 3
o21ai_0: 6
o21bai_1: 3
o31a_1: 2
or3_1: 7
or4_1: 3
or4b_1: 2
xnor2_1: 23
xor2_1: 8
power by group:
group          total (mW)  leakage (nW)  internal [mW]  switching (mW)
sequential          0.362         0.519          0.341          0.0208
clock               0.272        0.0940          0.139           0.132
combinational      0.0626         0.616         0.0295          0.0331
total               0.697          1.23          0.510           0.186
cells by family after synthesis:
group / synth area share
flops: 0.452
xor+xnor: 0.0941
simple gates: 0.247
fa+ha+maj: 0.0368
mux: 0.0115
buf+inv: 0.0495
other cells: 0.00123
compound gates: 0.108
worst min-delay path, delay by kind of cell (launching register included):
| family | cells | cell delay, ns |
|---|---|---|
| DFF | 1 | 0.31 |
| and+or+nand+nor | 2 | 0.09 |
layout make-up:
type | instances | area, um^2
clock buffers | 10 | 149
clock inverters | 6 | 46.3
fillers | 967 | 6390
inverters | 19 | 71.3
multi-input cells | 230 | 1530
flip-flops and latches | 60 | 1380
repair buffers | 8 | 80.1
well taps | 133 | 166
final timing paths:
check                         startpoint                        end  slack, ns  depth (start not counted)
setup / recovery      uart.recv_state[1]                 background       4.01                          6
hold reg to reg                   dir[2]                     dir[2]       0.44                          2
hold / removal                    dir[2]                     dir[2]       0.44                          2
setup reg to reg  uart.tx_clk_divider[0]  uart.tx_bits_remaining[0]       4.11                          8
layout by cell type, fill, tap and decap left out, types with 3 or more instances in the layout:
master	n
nor4b_1	3
nor2_1	36
or4_1	3
ha_1	9
dfxtp_1	42
inv_1	19
and2_1	3
nor4_1	10
conb_1	3
nor3b_1	3
clkdlybuf4s50_1	8
o21bai_1	3
xor2_1	8
a211o_1	3
nor2b_1	5
edfxtp_1	18
a21oi_1	7
nor3_1	15
o21ai_0	6
clkbuf_8	9
nand4_1	4
a22oi_1	4
xnor2_1	23
nand2_1	26
or3_1	7
nand3_1	8
metrics by stage:
step / cell area [um^2] / hold slack [ns] / cells / utilization / power [mW]
after CTS: 3430 / 0.446 / 466 / 0.349 / 0.710
final: 3430 / 0.444 / 466 / 0.349 / 0.697
after global routing: 3430 / 0.462 / 466 / 0.349 / 0.735
after floorplan: 3060 / 0.400 / 321 / - / 0.421
after global placement: 3230 / 0.429 / 450 / 0.329 / 0.431
after detailed placement: 3230 / 0.428 / 450 / 0.329 / 0.432
sequential cells by signal (all words and copies together), names as in the netlist:
name,cells
uart.recv_state,3
uart.rx_data,8
dir,3
uart.tx_bits_remaining,4
uart.tx_state,2
uart.rx_ff,1
uart.rx_clk_divider,11
uart.tx_clk_divider,11
uart.tx_countdown,6
uart.tx_out,1
uart.rx_countdown,6
uart.rx_bits_remaining,4
per-layer routing:
layer	wire [um]	share of wire	vias to the layer above	track usage
met1	2570	0.52	955	0.147
met2	2090	0.42	37	0.155
met5	0	0	-	0
met4	59	0.012	0	0.0141
met3	238	0.048	5	0.0324
li1	-	-	1152	-
Power and IR drop assume default switching activity.
